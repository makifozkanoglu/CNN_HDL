$ cat flow/config.mk
export PLATFORM = sky130hd
export DESIGN_NAME = subkernel
export DESIGN_NICKNAME = subkernel
export VERILOG_FILES = /design/flow/design.v
export SDC_FILE = /design/flow/constraint.sdc
export NUM_CORES = 4
export LEC_CHECK = 1
export CORE_UTILIZATION = 50
$ cat flow/constraint.sdc
current_design subkernel

set clk_period 9.7
set clk_io_pct 0.2

create_clock -name clk0 -period $clk_period [get_ports {clk}]

set non_clock_inputs [all_inputs -no_clocks]
set_input_delay [expr $clk_period * $clk_io_pct] -clock clk0 $non_clock_inputs
set_output_delay [expr $clk_period * $clk_io_pct] -clock clk0 [all_outputs]
$ cat flow/design.v
`timescale 1ns / 1ps
module mult_param #(parameter BIT_SIZE = 8)(
             input signed [BIT_SIZE-1:0] A,B,
             input clk,reset,enable,
             output reg done,
             output reg signed [2*BIT_SIZE-1:0] result
             );
     always@(posedge clk) begin
		if(reset) begin
			result = 0;
		    done = 0;
		end
		else begin
			if(enable) begin
				result = A*B;
				done = 1;
			end
			else begin
				result = 0;
				done = 0;
			end
		end
	 end
endmodule
`timescale 1ns / 1ps
module subkernel #(parameter IN_BIT_SIZE = 8, 
                   parameter OUT_BIT_SIZE = 20, 
                   parameter KERNEL_WIDTH = 4, 
                   parameter KERNEL_HEIGHT = 3 ) (
    input reset, clk, start,
	input [KERNEL_WIDTH*KERNEL_HEIGHT*IN_BIT_SIZE-1:0] KERNEL, 	
	input [KERNEL_WIDTH*KERNEL_HEIGHT*IN_BIT_SIZE-1:0] X, 
	output reg signed [OUT_BIT_SIZE-1:0] result,
	output reg done       
    );
    wire [KERNEL_WIDTH*KERNEL_HEIGHT-1:0] mult_done;
    wire signed [IN_BIT_SIZE-1:0] kernel [KERNEL_WIDTH*KERNEL_HEIGHT-1:0];
    wire signed [IN_BIT_SIZE-1:0] x [KERNEL_WIDTH*KERNEL_HEIGHT-1:0];
    wire signed [2*IN_BIT_SIZE-1:0] multiplier_result [KERNEL_WIDTH*KERNEL_HEIGHT-1:0];
    wire [KERNEL_WIDTH*KERNEL_HEIGHT-1:0] COMPARE = {KERNEL_WIDTH*KERNEL_HEIGHT{1'b1}};
    genvar i;
    integer j;
    for(i = 0; i < KERNEL_WIDTH*KERNEL_HEIGHT; i = i + 1) begin
        assign kernel[i] = KERNEL[(i+1)*IN_BIT_SIZE-1:i*IN_BIT_SIZE];
    end
    for(i = 0; i < KERNEL_WIDTH*KERNEL_HEIGHT; i = i + 1) begin
        assign x[i] = X[(i+1)*IN_BIT_SIZE-1:i*IN_BIT_SIZE];
    end
    generate
        for(i = 0; i < KERNEL_WIDTH*KERNEL_HEIGHT; i = i + 1) begin
            mult_param 
                   #(.BIT_SIZE(IN_BIT_SIZE))
                       mult(.A(x[i]),
                            .B(kernel[i]),
                            .result(multiplier_result[i]),
                            .clk(clk),
                            .reset(reset),
                            .enable(start),
                            .done(mult_done[i]));
        end
    endgenerate
    always@(posedge clk) begin
		if(reset) begin
			result = 0;
		    done = 0;		   
		end
		else begin
			if(start) begin 
                  if(mult_done==COMPARE & ~done) 
                  begin
                     for(j=0;j < KERNEL_WIDTH*KERNEL_HEIGHT;j=j+1) begin
                        result = result + multiplier_result[j];                        
                     end
                     done=1;
                  end
			end
	   end
	end
endmodule
$ cat flow/run.sh
#!/bin/bash
# OpenROAD 26Q1-2900-gdf79404cd8, Yosys 0.63+post, stock flow scripts
make -C /OpenROAD-flow-scripts/flow DESIGN_CONFIG=/design/flow/config.mk WORK_HOME=/design/flow/orfs finish
==> flow_metrics.tcl <==
# collected from the flow reports
set metrics [dict create \
    status "finished clean" \
    finalSetupViolations 0 \
    final_min_period_over_clock_period_pct 62.8 \
    drt_first_pass_iters 5 \
    wl_met1_um 36600 \
    viasPerCell 4.76 \
    cts.path.max_buffers 3 \
    report.final.hold_viol_count 0 \
    critPathKind "in2reg" \
    worst-endpoint-required_ps 10080 \
    first_pass_grt_wire_length_um 145000 \
    tritoncts_num_sinks 214 \
    pwr_dens_nw_per_um2 332 \
    yosysWarnings 2 \
    htree_num_levels 1 \
    yosysCellCount 4291 \
    row_count 103 \
    synth-async-reset-ratio_pct 0 \
    maxSlewViolCount 0 \
    critical-path-max-stage-delay_ps 710 \
    cellLeakagePower_nw 21.2 \
    global_router_s_overall_resource_usage_pct 24.0 \
    post-synth-top-area-cell "sky130_fd_sc_hd__fa_1" \
    total_clock_buffers_created_by_cts 24 \
    worstPathMaxFanout 8 \
    lay_top_count "sky130_fd_sc_hd__inv_1" \
    startpoint "X[3]" \
    critical-path-slowest-cell "sky130_fd_sc_hd__a2111oi_0" \
    worstHoldPathType "reg2reg" \
    route.antenna.diode_count 0 \
    route.vias.total 26520 \
    max_slew_margin_pct 46.6 \
    final_cell_area_sq_um 44300 \
    grt_overflow_total 0 \
    tritoncts_clock_tree "done" \
    post-synth-top-area-fraction_pct 42.3 \
    drt_first_iter_violations 766 \
    p_total_mw 14.7 \
    fin_tns_setup_ps 0 \
    flop_area_sq_um 4280 \
    wl_um 84100 \
    ys_top_cells_by_area "sky130_fd_sc_hd__fa_1 (42%), sky130_fd_sc_hd__ha_1 (12%), sky130_fd_sc_hd__dfxtp_1 (11%)" \
    design.die.area_sq_um 81300 \
    critical_path.top_delay_family "adder cells" \
    ant_nets 0 \
    synthDistinctLibCells 51 \
    period_needed_ps 6090 \
    worst_case_setup_slack_after_placement_ps 3040 \
    min_from "result[6]" \
    critPathCaptureType "flip-flop" \
    drc 0 \
    setup_ws_ps 3610 \
    worst_clock_skew_ps 17.3 \
    drt-wirelength-per-cell_um 15.1 \
    worstPathBufferInverterCount 4 \
    ff_type "sky130_fd_sc_hd__dfxtp_1" \
    clk_latency_ps 530 \
    globalplace.congestion 0.893 \
    layout_cells_sized_above_1_pct 1.31 \
    synth-seq-area-share_pct 10.7 \
    fmax_ghz 0.164 \
    n_fill_cell 7198 \
    die_y_um 285 \
    final_layout_top_logic_cells "sky130_fd_sc_hd__inv_1 (1,129), sky130_fd_sc_hd__fa_1 (847), sky130_fd_sc_hd__and2_1 (491)" \
    timing_worst_slew_pin_value_ps 780 \
    port_buffers 215 \
    antenna_found_initial 0 \
    number_of_standard_cells_after_synthesis 4291 \
    max_cap_violations 0 \
    crit_path_start_kind "input port" \
    post-cts-setup-buffers 0 \
    grt_start_max_net_pins 58 \
    critical-path-top-cell-by-count "sky130_fd_sc_hd__fa_1" \
    hpwlAfterDp_um 74300 \
    worst_ep_arrival_time_ps 6480 \
    post_cts.resized_instances 0 \
    dieWidth_um 285 \
    max_used_layer "met5" \
    clock_tree.root_cell "sky130_fd_sc_hd__clkbuf_16" \
    met2_wirelength_um 40800 \
    grt_pass1_vias 28847 \
    unrepaired_setup_endpoints_after_global_routing "no" \
    power.ir.vdd_worst_v 0.000578 \
    synth_to_layout_area_growth_pct 10.4 \
    cell_chain_critical_path "clkdlybuf4s50_1 -> and2_1 -> fa_1 -> inv_1 -> fa_1 -> fa_1 -> fa_1 -> inv_1 -> ha_1 -> inv_1 -> o21ai_0 -> o211ai_1 -> a2111oi_0 -> o22ai_1 -> xnor2_1 -> nor2_1" \
    core_sq_um 79100 \
    number_of_warnings_in_the_stage_logs 25 \
    post_synth.cell_area_avg_sq_um 9.34 \
    i_o_pin_count 216 \
    met3_wirelength_um 5330 \
    multiInputGateArea_sq_um 31400 \
    synth.ff_latch_count 214 \
    summed_standard_cell_area_reported_by_yosys_sq_um 40100 \
    initial_utilization_pct 50.6 \
    synth-edff-count 0 \
    placed_area_sq_um 43400 \
    path_clk_slew_ps 60 \
    netlist_area_sq_um 40100 \
    regToRegStartpoint "genblk3[9].mult.result[1]" \
    cts.hold.buffers_added 0 \
]
-- worst paths after layout --
kind / endpoint / slack (ps) / depth (start not counted)
worst min register to register: result[6] / 480 / 2
worst max register to register: result[14] / 4410 / 19
worst max-delay path: genblk3[0].mult.result[15] / 3610 / 16
worst min-delay path: result[6] / 480 / 2
-- Yosys cell counts (all sizes together), types with 51 or more instances --
cell type     n
nand2       282
xor2         51
o21ai        98
inv        1130
xnor2       138
dfxtp       214
fa          847
nand2b      108
and2        491
ha          371
nor3         52
nor2        174
a21oi       104
-- power breakdown --
part / switching (mW) / internal, mW / total, mW
logic: 7.09 / 5.50 / 12.6
clock network: 0.367 / 0.565 / 0.931
registers: 0.110 / 1.08 / 1.19
total: 7.57 / 7.15 / 14.7
-- final cells by class --
class                      instances  area share, %
multi-input combinational       2910           71.0
sequential                       214           9.68
inverter                        1130           9.58
timing repair buffer             220           4.95
tap                             1050           2.97
clock buffer                      39           1.74
clock inverter                     3          0.105
-- flip-flops by register name (all words and copies together), names as in the netlist --
signal	count
genblk3.mult.result	192
result	20
done	1
genblk3.mult.done	1
-- kinds of logic after synthesis --
family | count (synthesis) | synth area share, %
compound gates | 311 | 4.69
xor+xnor | 189 | 4.13
fa+ha+maj | 1218 | 53.9
buf+inv | 1167 | 10.9
flops | 214 | 10.7
mux | 1 | 0.0250
simple gates | 1191 | 15.6
-- worst register-to-register path, cell delays in order, from the launching register on --
cell                       delay, ps
sky130_fd_sc_hd__dfxtp_1         340
sky130_fd_sc_hd__inv_1            60
sky130_fd_sc_hd__fa_1            540
sky130_fd_sc_hd__inv_1            70
sky130_fd_sc_hd__fa_1            440
sky130_fd_sc_hd__fa_1            560
sky130_fd_sc_hd__inv_1            50
sky130_fd_sc_hd__fa_1            550
sky130_fd_sc_hd__fa_1            400
sky130_fd_sc_hd__inv_1            60
sky130_fd_sc_hd__ha_1            200
sky130_fd_sc_hd__inv_1            80
sky130_fd_sc_hd__fa_1            490
sky130_fd_sc_hd__nor2b_4         140
sky130_fd_sc_hd__o31a_1          220
sky130_fd_sc_hd__o311ai_4        140
sky130_fd_sc_hd__o21bai_1        210
sky130_fd_sc_hd__a41oi_1         160
sky130_fd_sc_hd__or4_1           410
sky130_fd_sc_hd__o311ai_0        100
-- through the flow --
| step | util, % | cells | hold WS [ps] |
|---|---|---|---|
| after CTS | 55.9 | 5566 | 480 |
| after detailed placement | 54.9 | 5524 | 471 |
| after global routing | 55.9 | 5566 | 514 |
| after floorplan | - | 4291 | 432 |
| after global placement | 54.9 | 5524 | 464 |
| final | 55.9 | 5566 | 477 |
-- per-layer routing --
metal	global-route usage, %	up-vias
met1	36.8	12935
met5	0.814	-
met2	37.9	438
met4	2.70	2
li1	-	13084
met3	6.27	61
No activity file was given, so power comes from the tool's default toggle rates.
